==> /design/flow/design.v <==
package rv32i_types;
typedef enum bit [6:0] {
    op_lui   = 7'b0110111,  
    op_auipc = 7'b0010111,  
    op_jal   = 7'b1101111,  
    op_jalr  = 7'b1100111,  
    op_br    = 7'b1100011,  
    op_load  = 7'b0000011,  
    op_store = 7'b0100011,  
    op_imm   = 7'b0010011,  
    op_reg   = 7'b0110011,  
    op_csr   = 7'b1110011   
} rv32i_opcode;
typedef enum bit [2:0] {
    beq  = 3'b000,
    bne  = 3'b001,
    blt  = 3'b100,
    bge  = 3'b101,
    bltu = 3'b110,
    bgeu = 3'b111
} branch_funct3_t;
typedef enum bit [2:0] {
    lb  = 3'b000,
    lh  = 3'b001,
    lw  = 3'b010,
    lbu = 3'b100,
    lhu = 3'b101
} load_funct3_t;
typedef enum bit [2:0] {
    sb = 3'b000,
    sh = 3'b001,
    sw = 3'b010
} store_funct3_t;
typedef enum bit [2:0] {
    add  = 3'b000,  
    sll  = 3'b001,
    slt  = 3'b010,
    sltu = 3'b011,
    axor = 3'b100,
    sr   = 3'b101,  
    aor  = 3'b110,
    aand = 3'b111
} arith_funct3_t;
typedef enum bit [2:0] {
    alu_add = 3'b000,
    alu_sll = 3'b001,
    alu_sra = 3'b010,
    alu_sub = 3'b011,
    alu_xor = 3'b100,
    alu_srl = 3'b101,
    alu_or  = 3'b110,
    alu_and = 3'b111
} alu_ops;
typedef logic [31:0] rv32i_word;
typedef logic [4:0] rv32i_reg;
typedef logic [3:0] rv32i_mem_wmask;
endpackage : rv32i_types
module bus_adapter
(
    output [255:0] mem_wdata256,
    input [255:0] mem_rdata256,
    input [31:0] mem_wdata,
    output [31:0] mem_rdata,
    input [3:0] mem_byte_enable,
    output logic [31:0] mem_byte_enable256,
    input [31:0] address
);
assign mem_wdata256 = {8{mem_wdata}};
assign mem_rdata = mem_rdata256[(32*address[4:2]) +: 32];
assign mem_byte_enable256 = {28'h0, mem_byte_enable} << (address[4:2]*4);
endmodule : bus_adapter
==> /design/flow/run.sh <==
#!/bin/bash
# OpenROAD 26Q1-2900-gdf79404cd8, Yosys 0.63+post, stock flow scripts
make -C /OpenROAD-flow-scripts/flow DESIGN_CONFIG=/design/flow/config.mk WORK_HOME=/design/flow/orfs finish
==> /design/flow/config.mk <==
export PLATFORM = sky130hd
export DESIGN_NAME = bus_adapter
export DESIGN_NICKNAME = bus_adapter
export VERILOG_FILES = /design/flow/design.v
export SDC_FILE = /design/flow/constraint.sdc
export NUM_CORES = 4
export LEC_CHECK = 1
export CORE_AREA = 10 10 252 252
export DIE_AREA = 0 0 262 262
==> /design/flow/constraint.sdc <==
current_design bus_adapter

set clk_period 1.5
set clk_io_pct 0.2

create_clock -name clk0 -period $clk_period

set non_clock_inputs [all_inputs -no_clocks]
set_input_delay [expr $clk_period * $clk_io_pct] -clock clk0 $non_clock_inputs
set_output_delay [expr $clk_period * $clk_io_pct] -clock clk0 [all_outputs]
==> flow_summary_export.csv <==
group,metric,value,unit
run_status,status,"finished, violations left",
run_status,violations,"negative setup slack",
worst_hold_path,min_to,"mem_wdata256[102]",
run,warning_count,64,
routing,ant_nets,0,
sta,tightest_slew,0.279,ns
place,placed_cells,1251,
power_and_ir_drop,p_leak,2.92,nW
place,pre_cts_slack,-0.850,ns
synthesis,syn_inst,419,
sta,finalCritPeriodShare,1.38,
global_route,grt_antenna_before_repair,14,
setup_path,worst-endpoint-required,1.20,ns
sta,layout_setup_ws,-0.570,ns
setup_path,worst_setup_path_end_kind,"primary output",
worst_hold_path,hold_class,"in -> out",
place,gp_routability_congestion,0.799,
global_route,track_usage,0.0622,
global_route,grt_max_degree,22,
routing,wire_per_inst,17.1,um
power_and_ir_drop,ir_drop,101,uV
die,die_y,262,um
sta,fin_tns_setup,-22.18,ns
sta,whs,0.600,ns
synthesis,ys_cells,419,
sta,finalSetupViolCount,61,
synthesis,synth_area_per_cell,10.1,um2
die,core-area,57800,um2
setup_path,path_cells,"buf_12 -> buf_12 -> buf_4 -> buf_8 -> buf_4 -> mux4_2 -> mux2_4 -> buf_2",
sta,rsz0062_at_grt,"true",
die,ios,644,
layout,finish.cell_count_without_fillers,1334,
setup_path,max_stage_delay,0.49,ns
setup_path,cp_top_family,"multiplexers",
synthesis,yosysChipArea,4230,um2
global_route,grt_pass1_vias,4211,
sta,period_needed,2.07,ns
routing,vias,3586,
setup_path,timing.setup.critical_path_class,"in -> out",
synthesis,syn_area,4230,um2
global_route,grt_pass1_wl,30.1,mm
sta,hold_viol_final,0,
routing,detail_route.wirelength,22.7,mm
die,core.rowCount,88,
layout,clock_buffers,0,
layout,design_area,7600,um2
layout,final_cell_mix,"clkdlybuf4s50_1 (212), buf_6 (69), mux4_2 (64), dlygate4sd2_1 (48), buf_2 (34)",
synthesis,yosys_warnings,0,
layout,regArea,0,um2
routing,firstDrtPassIters,4,
layout,layout-drive-gt1-share,0.518,
place,dpl.hpwl,18.8,mm
layout,final_common_cell,"clkdlybuf4s50_1",
place,io_buffer_count,327,
setup_path,cp.arrival,1.77,ns
routing,drt_iter0_markers,105,
setup_path,critPathBufInv,6,
routing,via_per_inst,2.69,
place,placed_area,6440,um2
die,fp.dieW,262,um
setup_path,crit_path_max_fanout,7,
layout,ff_count,0,
synthesis,ys_seq_frac,0,
worst_hold_path,whs_path_depth,0,
power_and_ir_drop,cellPowerDensity,264,nW/um2
die,die_area,68600,um2
layout,syn2layout_area_growth,79.6,%
synthesis,netlist-cell-type-count,12,
sta,fmax,0.483,GHz
run,drv_cap,0,
worst_hold_path,hp-start,"mem_wdata[6]",
power_and_ir_drop,power,2.01,mW
setup_path,startpoint_type,"primary input",
die,core_util_floorplan,0.0732,
layout,final_util,0.131,
sta,finalMaxSlewViolations,0,
sta,max_slew_margin,0.814,
setup_path,cpMaxStageDelayCell,"mux4_2",
global_route,grt.overflow.total,0,
routing,drc,0,
-- routing by layer --
layer | wire length (um) | track usage | vias up | share of wire
li1 | - | - | 1508 | -
met1 | 7980 | 0.0667 | 1625 | 0.35
met2 | 10300 | 0.101 | 362 | 0.45
met3 | 3390 | 0.0353 | 83 | 0.15
met4 | 1060 | 0.0236 | 8 | 0.047
met5 | 57 | 0 | - | 0.0025
-- final cells by class --
type	count	area [um2]
Fill cell	6460	50200
Timing Repair Buffer	426	4340
Multi-Input combinational cell	140	2290
Tap cell	765	957
Antenna cell	3	7.51
-- power by group --
| part | switching (mW) | total (mW) | leakage (nW) | internal [mW] |
|---|---|---|---|---|
| Combinational | 0.541 | 2.01 | 2.92 | 1.47 |
| Clock | 0 | 0.000000269 | 0.0000190 | 0.000000269 |
| Sequential | 0 | 0 | 0 | 0 |
-- cell families after synthesis --
group	after synthesis	share of synthesized area
buffers and inverters	279	0.492
AND/OR/NAND/NOR	44	0.0432
multiplexers	96	0.465
-- how the worst max path moves through the flow --
stage / startpoint / end / slack [ns] / cells past startpoint
4_1_cts: address[2] / mem_rdata[5] / -0.61 / 8
6_report: address[2] / mem_rdata[0] / -0.57 / 8
5_1_grt: address[2] / mem_rdata[3] / -0.61 / 8
-- synth_stat cells --
library cell | instances | area [um2]
clkbuf_1 | 10 | 37.5
or2_2 | 1 | 6.26
nand2b_1 | 6 | 37.5
buf_4 | 259 | 1940
mux4_1 | 44 | 1160
buf_6 | 6 | 67.6
buf_2 | 3 | 15.0
mux4_2 | 20 | 450
nand2_1 | 5 | 18.8
mux2_2 | 32 | 360
buf_8 | 1 | 15.0
nor2_1 | 32 | 120
-- timing repair --
item,4_1_cts,5_1_grt
endpoints found under the setup margin,64,62
setup buffers,66,20
hold buffers,0,0
resized,357,75
pin swaps,17,13
cloned,3,0
Power and IR drop assume default switching activity.
