==> ./run.sh <==
#!/bin/bash
# OpenROAD 26Q1-2900-gdf79404cd8, Yosys 0.63+post, stock flow scripts
make -C /OpenROAD-flow-scripts/flow DESIGN_CONFIG=/design/flow/config.mk WORK_HOME=/design/flow/orfs finish
==> ./config.mk <==
export PLATFORM = sky130hd
export DESIGN_NAME = data_array
export DESIGN_NICKNAME = data_array
export VERILOG_FILES = /design/flow/design.v
export SDC_FILE = /design/flow/constraint.sdc
export NUM_CORES = 4
export LEC_CHECK = 1
export CORE_UTILIZATION = 30
==> ./constraint.sdc <==
current_design data_array

set clk_period 97.6
set clk_io_pct 0.2

create_clock -name clk0 -period $clk_period [get_ports {clk}]

set non_clock_inputs [all_inputs -no_clocks]
set_input_delay [expr $clk_period * $clk_io_pct] -clock clk0 $non_clock_inputs
set_output_delay [expr $clk_period * $clk_io_pct] -clock clk0 [all_outputs]
==> ./design.v <==
package rv32i_types;
typedef enum bit [6:0] {
    op_lui   = 7'b0110111,  
    op_auipc = 7'b0010111,  
    op_jal   = 7'b1101111,  
    op_jalr  = 7'b1100111,  
    op_br    = 7'b1100011,  
    op_load  = 7'b0000011,  
    op_store = 7'b0100011,  
    op_imm   = 7'b0010011,  
    op_reg   = 7'b0110011,  
    op_csr   = 7'b1110011   
} rv32i_opcode;
typedef enum bit [2:0] {
    beq  = 3'b000,
    bne  = 3'b001,
    blt  = 3'b100,
    bge  = 3'b101,
    bltu = 3'b110,
    bgeu = 3'b111
} branch_funct3_t;
typedef enum bit [2:0] {
    lb  = 3'b000,
    lh  = 3'b001,
    lw  = 3'b010,
    lbu = 3'b100,
    lhu = 3'b101
} load_funct3_t;
typedef enum bit [2:0] {
    sb = 3'b000,
    sh = 3'b001,
    sw = 3'b010
} store_funct3_t;
typedef enum bit [2:0] {
    add  = 3'b000,  
    sll  = 3'b001,
    slt  = 3'b010,
    sltu = 3'b011,
    axor = 3'b100,
    sr   = 3'b101,  
    aor  = 3'b110,
    aand = 3'b111
} arith_funct3_t;
typedef enum bit [2:0] {
    alu_add = 3'b000,
    alu_sll = 3'b001,
    alu_sra = 3'b010,
    alu_sub = 3'b011,
    alu_xor = 3'b100,
    alu_srl = 3'b101,
    alu_or  = 3'b110,
    alu_and = 3'b111
} alu_ops;
typedef logic [31:0] rv32i_word;
typedef logic [4:0] rv32i_reg;
typedef logic [3:0] rv32i_mem_wmask;
endpackage : rv32i_types
module data_array #(
    parameter s_offset = 5,
    parameter s_index = 3,
	 parameter s_mask   = 2**s_offset,
	 parameter s_line   = 8*s_mask,
	 parameter num_sets = 2**s_index
)
(
    input clk,
	 input read,
    input [s_mask-1:0] write_en,
    input [s_index-1:0] index,
    input [s_line-1:0] datain,
    output logic [s_line-1:0] dataout
);
logic [s_line-1:0] data [num_sets-1:0]  ;
logic [s_line-1:0] _dataout;
assign dataout = _dataout;
initial
begin
    for (int i = 0; i < num_sets; i++)
    begin
        data[i] = 1'b0;
    end
end
always_ff @(posedge clk)
begin
	 if (read)
		  _dataout <= data[index];
    for (int i = 0; i < s_mask; i++)
    begin
		data[index][8*i +: 8] <= write_en[i] ? datain[8*i +: 8] : data[index][8*i +: 8];
    end
end
endmodule : data_array
==> job_summary.md <==
## Synthesis and layout report

| Metric | Value |
|---|---|
| PortBufs | `548` |
| Number of nets still failing antenna checks after routing | `0` |
| Final setup fails | `0` |
| Post-synthesis sequential area ratio | `77.8%` |
| Maximum buffer depth of the clock tree | `4` |
| Post-CTS Hold Fix Bufs | `0` |
| Cell count after synthesis | `3906` |
| Synth Register Bits | `2304` |
| Static leakage power | `33.9 nW` |
| Clock transition time at the flip-flop clock pins of the worst setup and hold paths | `60 ps` |
| Die Y | `546 µm` |
| Share of the synthesized area in the top cell type | `77.8%` |
| Met3 demand-to-capacity share in global routing | `10.9%` |
| Via density per instance | `4.70` |
| Critical Path Source Type | `input port` |
| Mean instance size in the synthesized netlist | `22.8 µm²` |
| Final cell utilization of the core | `36.4%` |
| Clock Root Buffer | `clkbuf_16` |
| Number of vias in the routed layout | `41100` |
| Final Power | `0.00222 W` |
| Post-place instance area | `99300 µm²` |
| Ys cells | `3906` |
| Global-route wire length before repair | `300000 µm` |
| Final period utilization | `23.9%` |
| CP arrival | `23900 ps` |
| Total of cells resized after clock tree synthesis | `0` |
| Worst hold-check path type | `flip-flop to flip-flop` |
| VDD IR-drop max | `16.1 µV` |
| Worst max-slew margin expressed relative to the limit | `42.1%` |
| Result of the run | `finished, final reports clean` |
| Post-synth cell types | `15` |
| Number of global-route vias before repair | `46000` |
| Remaining Overflow, GRT | `0` |
| Row count | `199` |
| Chip area | `299000 µm²` |
| Core Density at Floorplan | `30.2%` |
| Worst path slowest cell | `buf_4` |
| GRT Util Overall | `14.7%` |
| CTS tree | `built` |
| Number of remaining DRC errors | `0` |
| F_max | `0.0429 GHz` |
| CORE AREA | `294000 µm²` |
| Routability Congestion | `0.763` |
| YS warnings | `1` |
| DIE WIDTH | `546 µm` |
| Cell area after synthesis | `88900 µm²` |
| Number of filler cells placed in the layout | `26400` |
| Area of the synthesized netlist per yosys stat | `88900 µm²` |
| CP Class | `input port to flip-flop` |
| Fraction of final layout cells with drive strength greater than 1 | `29.7%` |
| Unrepaired setup endpoints after global routing | `false` |
| Peak-usage layer in the global routing report | `met2` |
| Number of setup buffers added after CTS | `0` |
| Initial antenna violation count | `21` |
| Post-detailed-routing wire length | `204000 µm` |
| Pin count of the biggest net entering global routing | `123` |
| Cell-by-cell trace of the critical path | `buf_8 > buf_4 > buf_4 > buf_12 > buf_4 > mux4_2 > mux2_2 > mux2_2` |
| Sort of element at the end of the critical path | `flip-flop` |
| Top cells by area | `edfxtp_1, mux4_2, mux2_2, nand2b_1, nand2_1` |
| Setup Total Neg Slack | `0 ps` |
| Worst-Margin Slew | `869 ps` |
| H-Tree Level Count | `4` |
| Number of top-level pins | `549` |
| Starting DRT DRC Count | `2157` |
| Met1 Use GR | `16.7%` |
| Maximum capacitance violations | `0` |
| Power density over the cells | `20.7 nW/µm²` |
| Tool warnings | `32` |
| Dpl hpwl | `117000 µm` |
| Delay of the slowest cell on the worst path | `670 ps` |
| Post-layout instance area | `107000 µm²` |
| Cell type with the highest aggregate area in the netlist | `edfxtp_1` |
| Iteration count of the initial detailed-routing pass | `25` |
| Data required time at the worst endpoint | `98200 ps` |
| # clock sinks | `2304` |
| Dominant cell type by count on the critical path | `buf_4` |
| Skew final | `64.4 ps` |
| Layout Area Growth over Synthesis | `20.4%` |
| Met2 capacity usage during global routing | `22.5%` |
| Num CTS Buffers | `239` |
| Insertion delay at the late pin of the worst-skew pair | `910 ps` |
| Wire length per cell after detailed routing | `23.3 µm` |
| Max-slew violation total from the final report | `0` |
| Top fanout value on the critical path | `70` |
| Final Critical Period | `23300 ps` |
| Final hold violation count | `0` |
-- routing by layer --
metal	routed length, µm	vias up
met2	97800	2527
met4	4930	32
li1	-	17700
met5	244	-
met1	68700	20600
met3	32200	294
-- layout make-up --
class,instances,area [µm²],area share (%)
tap,3919,4900,4.58
inverter,28,108,0.101
clock buffer,281,6160,5.75
multi-input combinational,1394,18600,17.4
timing repair buffer,651,6420,5.99
clock inverter,165,1620,1.51
sequential,2304,69200,64.6
antenna,5,12.5,0.0117
-- worst paths after layout --
kind / slack, ps / cells past startpoint / start / end
min reg2reg: 740 / 2 / data[4][57] / _dataout[57]
max reg2reg: 95770 / 3 / data[7][17] / data[2][17]
min: 740 / 2 / data[4][57] / _dataout[57]
max: 74300 / 8 / index[0] / data[1][226]
-- layout by cell type, fill, tap and decap left out, drive strengths merged --
master and n:
buf 107, diode 5, nor3b 1, a31oi 40
clkinv 120, clkdlybuf4s50 544, nor2 43, clkbuf 281
inv 36, nor3 2, and3 2, mux4 512
nand2b 161, clkinvlp 13, nand2 201, bufinv 24
edfxtp 2304, mux2 432
-- cells by family after synthesis --
kind of cell	count (synthesis)	share of synthesized area, %
flip-flops	2304	77.8
multiplexers	944	18.4
AND/OR/NAND/NOR	410	2.20
buffers and inverters	208	1.28
AND-OR/OR-AND	40	0.281
-- where the power goes --
group | switching [W] | internal [W]
sequential | 0.0000115 | 0.00115
clock | 0.000377 | 0.000516
combinational | 0.0000858 | 0.0000747
total | 0.000474 | 0.00174
-- metrics by stage --
step | worst slack (ps) | instances | hold slack (ps)
6_report | 74300 | 8747 | 739
5_1_grt | 73890 | 8743 | 763
4_1_cts | 74200 | 8742 | 737
3_5_place_dp | 73230 | 8296 | 763
3_3_place_gp | 73270 | 8296 | 752
2_1_floorplan | 57630 | 3906 | 745
-- synth_stat cells, drive strengths merged --
master	instances
buf	102
a31oi	40
mux2	432
mux4	512
nand2b	161
nor3b	1
edfxtp	2304
nor2	43
clkbuf	78
nand2	201
nor3	2
and3	2
inv	28
-- state kept, by name, summed over array words and instances (netlist names) --
signal and count:
data 2048, _dataout 256
-- worst max-delay path: cells and delay by family --
kind / cells / cell delay (ps)
buf+inv: 5 / 2860
mux: 3 / 1230
No activity file was given, so power comes from the tool's default toggle rates.
